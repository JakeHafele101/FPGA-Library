==> flow/design.v <==
`timescale 1ns / 1ps
module seven_seg(
    input [3:0] hex,
    input dp,
    output reg [7:0] segment  
    );
    always @*
    begin
        case(hex)  
            4'h0: segment[6:0] = 7'b1000000;  
            4'h1: segment[6:0] = 7'b1111001;  
            4'h2: segment[6:0] = 7'b0100100;  
            4'h3: segment[6:0] = 7'b0110000;  
            4'h4: segment[6:0] = 7'b0011001;  
            4'h5: segment[6:0] = 7'b0010010;  
            4'h6: segment[6:0] = 7'b0000010;  
            4'h7: segment[6:0] = 7'b1111000;  
            4'h8: segment[6:0] = 7'b0000000;  
            4'h9: segment[6:0] = 7'b0010000;  
            4'hA: segment[6:0] = 7'b0001000;  
            4'hB: segment[6:0] = 7'b0000011;  
            4'hC: segment[6:0] = 7'b1000110;  
            4'hD: segment[6:0] = 7'b0100001;  
            4'hE: segment[6:0] = 7'b0000110;  
            default: segment[6:0] = 7'b0001110;  
        endcase
        segment[7] = dp;  
    end
endmodule
==> flow/run.sh <==
#!/bin/bash
# OpenROAD 26Q1-2900-gdf79404cd8, Yosys 0.63+post, stock flow scripts
make -C /OpenROAD-flow-scripts/flow DESIGN_CONFIG=/design/flow/config.mk WORK_HOME=/design/flow/orfs finish
==> flow/config.mk <==
export PLATFORM = sky130hd
export DESIGN_NAME = seven_seg
export DESIGN_NICKNAME = seven_seg
export VERILOG_FILES = /design/flow/design.v
export SDC_FILE = /design/flow/constraint.sdc
export NUM_CORES = 4
export LEC_CHECK = 1
export CORE_AREA = 10 10 70 70
export DIE_AREA = 0 0 80 80
==> flow/constraint.sdc <==
current_design seven_seg

set clk_period 2.0
set clk_io_pct 0.2

create_clock -name clk0 -period $clk_period

set non_clock_inputs [all_inputs -no_clocks]
set_input_delay [expr $clk_period * $clk_io_pct] -clock clk0 $non_clock_inputs
set_output_delay [expr $clk_period * $clk_io_pct] -clock clk0 [all_outputs]
==> metrics.txt <==
# HELP chip_impl_metric Metrics from one implementation run
# TYPE chip_impl_metric gauge
chip_impl_info{name="netlist.top_cell.by_area",value="sky130_fd_sc_hd__ha_1"} 1
chip_impl_metric{name="count_of_warning_messages_emitted_by_the_tools",unit=""} 38
chip_impl_metric{name="yosys_cells",unit=""} 33
chip_impl_info{name="timing.critical_path.max_delay_family",value="simple AND/OR/NAND/NOR gates"} 1
chip_impl_metric{name="drt_first_iter_violations",unit=""} 7
chip_impl_metric{name="dpl_cell_area",unit="µm²"} 501.7
chip_impl_metric{name="vdd.ir_drop.worst",unit="mV"} 0.02055
chip_impl_metric{name="die_w",unit="µm"} 80
chip_impl_metric{name="nClkBuffers",unit=""} 0
chip_impl_metric{name="routed_via_count_divided_by_cell_count",unit=""} 3.101
chip_impl_metric{name="via_count",unit=""} 307
chip_impl_info{name="hold_end",value="segment[7]"} 1
chip_impl_metric{name="power_per_cell_area",unit="nW/µm²"} 172.4
chip_impl_metric{name="netlist-cell-type-count",unit=""} 16
chip_impl_metric{name="routedWlPerCell",unit="µm"} 9.081
chip_impl_info{name="worstPathCellList",value="buf_2, inv_4, ha_4, and2b_2, or3b_1, o21ai_1, buf_2"} 1
chip_impl_metric{name="yosysWarningCount",unit=""} 1
chip_impl_metric{name="port_buffers",unit=""} 11
chip_impl_metric{name="antennaDiodeCount",unit=""} 0
chip_impl_info{name="layout_top_cells",value="sky130_fd_sc_hd__buf_4 (8), sky130_fd_sc_hd__buf_2 (5), sky130_fd_sc_hd__mux2i_1 (4), sky130_fd_sc_hd__nor2_1 (4), sky130_fd_sc_hd__dlygate4sd2_1 (4)"} 1
chip_impl_metric{name="die_area",unit="µm²"} 6400
chip_impl_metric{name="detailedPlacementHpwl",unit="µm"} 637.7
chip_impl_info{name="slowest_stage",value="sky130_fd_sc_hd__or3b_1"} 1
chip_impl_metric{name="worst_ep_required_time",unit="ns"} 1.60
chip_impl_metric{name="cellLeakagePower",unit="nW"} 0.2773
chip_impl_metric{name="pin_count_of_the_biggest_net_entering_global_routing",unit=""} 8
chip_impl_info{name="area_leaders",value="sky130_fd_sc_hd__ha_1 (31%), sky130_fd_sc_hd__mux2i_1 (14%), sky130_fd_sc_hd__mux4_1 (9.3%), sky130_fd_sc_hd__nor2_1 (6.6%), sky130_fd_sc_hd__a22o_1 (6.2%)"} 1
chip_impl_metric{name="fraction_of_layout_cells_with_a_size_suffix_above_1",unit=""} 0.5283
chip_impl_metric{name="final-comb-area",unit="µm²"} 295.3
chip_impl_metric{name="drc_errors",unit=""} 0
chip_impl_metric{name="ios",unit=""} 13
chip_impl_info{name="hold_class",value="in -> out"} 1
chip_impl_metric{name="initial_utilization",unit=""} 0.08278
chip_impl_metric{name="wirelength_routed",unit="µm"} 899
chip_impl_metric{name="timing.max_slew.rel_slack",unit=""} 0.8941
chip_impl_metric{name="grt.overflow.total",unit=""} 0
chip_impl_metric{name="layout.cells.non_filler",unit=""} 99
chip_impl_info{name="worst_setup_path_end_kind",value="output port"} 1
chip_impl_metric{name="numSequentialCells",unit=""} 0
chip_impl_metric{name="total_neg_setup_slack",unit="ns"} 0
chip_impl_metric{name="critical_path.max_fanout",unit=""} 4
chip_impl_metric{name="arr_time_crit_path",unit="ns"} 1.51
chip_impl_info{name="critical_path.startpoint_type",value="primary input"} 1
chip_impl_metric{name="final_max_slew_viol_count",unit=""} 0
chip_impl_metric{name="dpl_worst_slack",unit="ns"} -0.8079
chip_impl_metric{name="max_stage_delay",unit="ns"} 0.36
chip_impl_metric{name="hold_viol",unit=""} 0
chip_impl_metric{name="drtAntennaViolNets",unit=""} 0
chip_impl_metric{name="grt_first_pass_wirelength",unit="mm"} 1.435
chip_impl_info{name="criticalPathCategory",value="in -> out"} 1
chip_impl_metric{name="maxClockFrequency",unit="MHz"} 524.9
chip_impl_metric{name="worst_hold_slack",unit="ns"} 0.8000
chip_impl_metric{name="stdcell_area",unit="µm²"} 553.0
chip_impl_metric{name="core-area",unit="µm²"} 3416
chip_impl_metric{name="ctsHoldBuffers",unit=""} 0
chip_impl_metric{name="setup_viol",unit=""} 0
chip_impl_metric{name="timing.final.ws_setup",unit="ns"} 0.09490
chip_impl_metric{name="area_growth",unit="%"} 95.58
chip_impl_metric{name="fillers",unit=""} 386
chip_impl_info{name="setup_repair_after_global_routing_missed_its_margin",value="no"} 1
chip_impl_metric{name="post_synth_instance_area",unit="µm²"} 282.8
chip_impl_metric{name="gr-usage-all-layers",unit=""} 0.02659
chip_impl_info{name="cpMostUsedCell",value="sky130_fd_sc_hd__buf_2"} 1
chip_impl_metric{name="timing.max_cap.violations",unit=""} 0
chip_impl_metric{name="worst_hold_path.num_cells",unit=""} 0
chip_impl_metric{name="first_global_vias",unit=""} 310
chip_impl_metric{name="routability_congestion_estimate_from_global_placement",unit=""} 0.7159
chip_impl_metric{name="post_place_cells",unit=""} 97
chip_impl_metric{name="seq_area",unit="µm²"} 0
chip_impl_metric{name="number_of_antenna_violations_at_the_first_check_in_global_routing",unit=""} 0
chip_impl_metric{name="post_route_fraction_of_the_period_consumed_by_the_critical_path",unit=""} 0.9526
chip_impl_metric{name="layout_min_cycle_time",unit="ns"} 1.905
chip_impl_metric{name="transition_time_at_the_pin_with_the_least_slew_margin",unit="ns"} 0.1545
chip_impl_metric{name="postSynthCellCount",unit=""} 33
chip_impl_metric{name="seq_area_frac_synth",unit=""} 0
chip_impl_info{name="holdCritStartpoint",value="dp"} 1
chip_impl_info{name="run_status",value="finished clean"} 1
chip_impl_metric{name="syn-mean-instance-area",unit="µm²"} 8.569
chip_impl_metric{name="synth_top_area_share",unit=""} 0.3097
chip_impl_metric{name="ys_area",unit="µm²"} 282.8
chip_impl_metric{name="std_cell_rows",unit=""} 21
chip_impl_metric{name="dieHeight",unit="µm"} 80
chip_impl_metric{name="sum_of_buffers_and_inverters_on_the_critical_path",unit=""} 3
chip_impl_info{name="final_common_cell",value="sky130_fd_sc_hd__buf_4"} 1
chip_impl_metric{name="drt_pre_antenna_iters",unit=""} 4
cell usage after synthesis:
| master | number |
|---|---|
| sky130_fd_sc_hd__or3b_1 | 1 |
| sky130_fd_sc_hd__mux2_2 | 1 |
| sky130_fd_sc_hd__buf_4 | 1 |
| sky130_fd_sc_hd__a22o_1 | 2 |
| sky130_fd_sc_hd__nor2_1 | 5 |
| sky130_fd_sc_hd__o21ai_0 | 2 |
| sky130_fd_sc_hd__inv_1 | 3 |
| sky130_fd_sc_hd__mux4_1 | 1 |
| sky130_fd_sc_hd__a32o_1 | 1 |
| sky130_fd_sc_hd__and2b_2 | 1 |
| sky130_fd_sc_hd__mux2i_1 | 4 |
| sky130_fd_sc_hd__buf_2 | 1 |
| sky130_fd_sc_hd__nand2_1 | 1 |
| sky130_fd_sc_hd__a21oi_1 | 1 |
| sky130_fd_sc_hd__ha_1 | 7 |
| sky130_fd_sc_hd__buf_6 | 1 |
through the flow:
stage | power, mW | utilization
CTS | 0.09504 | 0.1601
detailed placement | 0.09183 | 0.1469
finish | 0.09533 | 0.1619
floorplan | 0.03761 | -
global placement | 0.09155 | 0.1469
global route | 0.1057 | 0.1619
layer usage:
layer / routed length, µm / part of all wire / GRT usage / vias up
met5: 0 / 0 / 0 / -
met4: 0 / 0 / 0 / 0
met3: 41 / 0.046 / 0.004545 / 0
met2: 459 / 0.51 / 0.05297 / 5
met1: 397 / 0.44 / 0.02978 / 144
li1: - / - / - / 158
worst max-delay path by stage:
stage,cells after the start,endpoint,start,slack [ns]
6_report,7,segment[0],hex[1],0.09
5_1_grt,7,segment[0],hex[1],0.02
4_1_cts,5,segment[4],hex[3],0.02
cell type report:
class | count | share of cell area
Multi-Input combinational cell | 27 | 0.5339
Timing Repair Buffer | 23 | 0.3371
Tap cell | 46 | 0.1041
Inverter | 3 | 0.02489
cell families after synthesis:
| family | after synthesis | share of synthesized area |
|---|---|---|
| AND/OR/NAND/NOR | 8 | 0.1416 |
| adder cells (fa/ha/maj) | 7 | 0.3097 |
| multiplexers | 6 | 0.2744 |
| AND-OR/OR-AND | 6 | 0.1504 |
| buffers and inverters | 6 | 0.1239 |
power by group:
part / internal (mW) / switching (mW)
Combinational: 0.0567 / 0.0387
Clock: 0 / 0
Sequential: 0 / 0
what timing repair did:
| action | in CTS | in global routing |
|---|---|---|
| gates cloned | 1 | 0 |
| buffers inserted | 1 | 0 |
| pin swaps | 2 | 0 |
| gates resized | 41 | 5 |
| endpoints found under the setup margin | 7 | 1 |
Power is estimated from default activity; no workload was simulated.
