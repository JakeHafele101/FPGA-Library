<file path="design.v">
`timescale 1ns / 1ps
module clock_divider(
    input clk, 
    input reset,
    input en,
    output tick
    );
    parameter DVSR = 50000000;  
    reg [31:0] ms_reg;         
    wire [31:0] ms_next;
    always @(posedge clk, posedge reset)
        if(reset)
            ms_reg <= 0;
        else if (en)
            ms_reg <= ms_next;
    assign ms_next = (reset || (ms_reg == DVSR && en)) ? 0 :
                     (en) ?   ms_reg + 1 :
                              ms_reg;
    assign tick = (ms_reg == DVSR) ? 1'b1 : 1'b0;
endmodule
</file>
<file path="run.sh">
#!/bin/bash
# OpenROAD 26Q1-2900-gdf79404cd8, Yosys 0.63+post, stock flow scripts
make -C /OpenROAD-flow-scripts/flow DESIGN_CONFIG=/design/flow/config.mk WORK_HOME=/design/flow/orfs finish
</file>
<file path="config.mk">
export PLATFORM = sky130hd
export DESIGN_NAME = clock_divider
export DESIGN_NICKNAME = clock_divider
export VERILOG_FILES = /design/flow/design.v
export SDC_FILE = /design/flow/constraint.sdc
export NUM_CORES = 4
export LEC_CHECK = 1
export CORE_UTILIZATION = 40
</file>
<file path="constraint.sdc">
current_design clock_divider

set clk_period 3.3
set clk_io_pct 0.2

create_clock -name clk0 -period $clk_period [get_ports {clk}]

set non_clock_inputs [all_inputs -no_clocks]
set_input_delay [expr $clk_period * $clk_io_pct] -clock clk0 $non_clock_inputs
set_output_delay [expr $clk_period * $clk_io_pct] -clock clk0 [all_outputs]
</file>
==> reports/metrics.csv <==
stage;metric;value;unit
outcome;status;finished clean;
cts;cts_resized;0;
timing;period_minus_slack;2.89;ns
finish;lay_top_cells;nor2_1 (43), dfrtp_1 (32), xor2_1 (18), nand2_1 (13), xnor2_1 (13);
hold_path;hold_class;reg -> reg;
timing;whs;0.555;ns
yosys;netlist_instances;179;
detailed_routing;wire_per_inst;12.9;µm
floorplan;die_x;67.8;µm
yosys;synth_warnings;1;
setup_path;cp_max_fo;6;
global_route;grt_overflow;0;
cts;hold_buffers;0;
placement;hpwl;2170;µm
timing;relSlewSlack;57.0;%
yosys;synth_area;1730;µm²
cts;clk_pin_slew;0.06;ns
setup_path;critPathArrivalTime;2.23;ns
finish;mostFrequentLayoutCell;nor2_1;
global_route;antenna_found_initial;0;
cts;cts_buffers;5;
detailed_routing;wirelength;3060;µm
finish;area_growth;8.73;%
yosys;yosysTopAreaCell;dfrtp_1;
run;cap_viol_max_count;0;
yosys;ys_seq_share;46.2;%
yosys;synth_chip_area;1730;µm²
detailed_routing;dr.pass1.iters;4;
cts;numClockSinks;32;
timing;tns;0;ns
timing;rsz0062_at_grt;no;
setup_path;critPathKind;reg -> out;
detailed_routing;drt_iter0_drc;47;
yosys;ys_cells;179;
cts;cts_root_buf;clkbuf_8;
finish;layout-drive-gt1-share;9.09;%
yosys;synth.avg_cell_area;9.69;µm²
setup_path;worstPathRequired;2.64;ns
floorplan;chipArea;4600;µm²
yosys;top_cell_area_share;46.2;%
setup_path;crit_path_end_kind;output port;
yosys;yosys.cell_types.count;27;
cts;cts_tree;yes;
timing;max_freq;345;MHz
floorplan;num_rows;23;
floorplan;dieHeight;67.8;µm
run;tool_warnings;26;
setup_path;cp-start-kind;flop;
timing;hold_viol;0;
cts;postCtsSetupBuffers;0;
cts;cts_buffer_depth;2;
placement;port_buffers;3;
yosys;ys_ff;32;
placement;place.gp.congestion;0.907;
timing;fin_skew;0.00234;ns
detailed_routing;routed_via_density;5.25;
yosys;ys_top_cells_by_area;dfrtp_1 (46%), nor2_1 (9.3%), xor2_1 (9.1%);
timing;setup_viol;0;
global_route;track_usage;16.5;%
floorplan;core_area;4090;µm²
floorplan;fp_util;42.4;%
cts;htreeDepth;2;
global_route;grt_pass1_wl;5510;µm
global_route;grt_max_degree;33;
cts;clk_latency;0.28;ns
timing;finalClockPeriodUsage;87.7;%
floorplan;pin_count;4;
power_and_ir_drop;p_leak;0.803;nW
power_and_ir_drop;vdd_drop_max;0.000321;V
power_and_ir_drop;p_per_area;422;nW/µm²
timing;worstMarginPinSlew;0.642;ns
timing;maxSlewViolCount;0;
finish;largest_reg_flops;32;
detailed_routing;drc_errors;0;
global_route;grt_pass1_vias;1207;
detailed_routing;vias;1244;
detailed_routing;antenna_cells;0;
detailed_routing;antenna_left;0;
## final cells by class
type | instances | area (µm²)
clock buffer | 8 | 90.1
tap | 50 | 62.6
inverter | 5 | 18.8
sequential | 32 | 801
timing repair buffer | 5 | 45.0
multi-input combinational | 137 | 868
fill | 396 | 2200
## per-stage QoR
| stage | setup slack (ns) | cell area (µm²) | utilization [%] | std cells | total power [mW] |
|---|---|---|---|---|---|
| 4_1_cts | 0.360 | 1890 | 46.1 | 237 | 0.809 |
| 3_5_place_dp | 0.588 | 1800 | 43.9 | 229 | 0.505 |
| 5_1_grt | 0.222 | 1890 | 46.1 | 237 | 0.841 |
| 2_1_floorplan | 1.26 | 1730 | - | 179 | 0.488 |
| 3_3_place_gp | 0.587 | 1800 | 43.9 | 229 | 0.501 |
| 6_report | 0.405 | 1890 | 46.1 | 237 | 0.795 |
## cell usage after synthesis
cell type,instances
nor2_2,1
buf_4,1
or4b_1,1
and2_1,1
or3_1,1
and4_1,4
ha_1,2
or4_4,2
nor2_1,43
mux2i_1,1
or4_1,1
nor3_2,1
nor4_1,3
xnor2_1,13
o21a_2,1
nor4_4,1
buf_6,3
nor4_2,1
nand2_1,13
nor4b_1,3
nand4_2,2
inv_1,5
dfrtp_1,32
nand4_1,12
xor2_1,18
buf_2,1
nand3_1,12
## worst paths after layout
check | to | start | slack [ns] | cells past startpoint
worst max-delay path | tick | ms_reg[0] | 0.41 | 6
worst max register to register | ms_reg[26] | ms_reg[0] | 1.00 | 7
worst min-delay path | ms_reg[23] | ms_reg[23] | 0.55 | 2
min in group asynchronous | ms_reg[0] | reset | 0.81 | 2
max in group asynchronous | ms_reg[16] | reset | 1.86 | 3
worst min register to register | ms_reg[23] | ms_reg[23] | 0.55 | 2
## worst max-delay path: stages (launching register included)
cell and delay (ns):
dfrtp_1 0.44, inv_1 0.08, ha_1 0.13, nor4b_1 0.24
nand4_1 0.20, nor4_4 0.35, clkdlybuf4s50_1 0.51
## cell families (layout without fill, tap and decap cells)
kind of cell	after synthesis	in the layout	share of synthesized area [%]
simple gates	102	102	31.9
xor+xnor	31	31	15.7
buf+inv	10	18	3.75
flops	32	32	46.2
mux	1	1	0.577
compound gates	1	1	0.505
fa+ha+maj	2	2	1.44
## report_power, final
| group | switching (mW) | leakage (nW) | total, mW | internal (mW) |
|---|---|---|---|---|
| clock | 0.129 | 0.0455 | 0.299 | 0.170 |
| sequential | 0.0259 | 0.444 | 0.434 | 0.408 |
| combinational | 0.0365 | 0.314 | 0.0625 | 0.0260 |
| total | 0.192 | 0.803 | 0.795 | 0.604 |
## layer usage
metal  vias to the layer above  wire length [µm]  track usage, %
met5                         -                 0               0
met4                         0                24            2.34
met3                         2               100            3.89
met2                        15              1370            24.4
met1                       604              1560            26.4
li1                        623                 -               -
Power figures rest on the tool's default switching activity, not on a simulated workload.
